## design.v

```verilog
module alu #(
    parameter INT_W  = 3,
    parameter FRAC_W = 5,
    parameter INST_W = 3,
    parameter DATA_W = INT_W + FRAC_W
)(
    input                   i_clk,
    input                   i_rst_n,
    input                   i_valid,
    input signed [ DATA_W-1 : 0 ] i_data_a,
    input signed [ DATA_W-1 : 0 ] i_data_b,
    input  [ INST_W-1 : 0 ] i_inst,
    output                  o_valid,
    output [ DATA_W-1 : 0 ] o_data,
    output                  o_overflow
);
parameter ADD = 3'b000;
parameter SUB = 3'b001;
parameter MUL = 3'b010;
parameter OR = 3'b011;
parameter XOR = 3'b100;
parameter ReLU = 3'b101;
parameter MEAN = 3'b110;
parameter MIN = 3'b111;
reg  [ DATA_W-1:0 ] o_data_w, o_data_r;
reg                 o_valid_w, o_valid_r;
reg                 o_overflow_w, o_overflow_r;
reg signed [ DATA_W : 0 ] i_data_a_r;
reg signed [ DATA_W : 0 ] i_data_b_r;
reg [ DATA_W : 0 ] result; 
reg signed [ DATA_W : 0 ] sub_b;
reg [ 2 * DATA_W - 1 : 0] mul_tmp;
assign o_valid = o_valid_r;
assign o_data = o_data_r;
assign o_overflow = o_overflow_r;
always@(*) begin
	case(i_inst)
	    ADD:begin 
		        result = i_data_a_r + i_data_b_r;
				o_overflow_w =result[DATA_W]^result[DATA_W - 1];
			end
	    SUB:begin
				sub_b =  ~i_data_b_r + 1'b1;
				result = i_data_a_r + sub_b;
				o_overflow_w = result[DATA_W]^result[DATA_W - 1];
			end
	    MUL:begin
				mul_tmp = i_data_a_r * i_data_b_r;
				result = mul_tmp[ 2*DATA_W - 1 - INST_W : FRAC_W ];
				if(mul_tmp[ FRAC_W - 1 ])	result = result + 1'b1;
				o_overflow_w = mul_tmp[2*DATA_W - 1] ^ mul_tmp[2*DATA_W - 2] ^ mul_tmp[2*DATA_W - 3] ^ mul_tmp[2*DATA_W - 4];
			end
	    OR:begin
				result = i_data_a_r | i_data_b_r;
				o_overflow_w = 0;
			end
	    XOR:begin
				result = i_data_a_r ^ i_data_b_r;
				o_overflow_w = 0;
			end
	    ReLU:begin
			    if(~i_data_a_r[DATA_W]) result = i_data_a_r;	
				else result = 0;
				o_overflow_w = 0;
            end
	    MEAN:begin
				result = (i_data_a_r + i_data_b_r) >>> 1;
				o_overflow_w = 0;
			end
	    MIN:begin
			    if(i_data_a_r > i_data_b_r) result = i_data_b_r;
				else result = i_data_a_r;
				o_overflow_w = 0;
			end
	    default:begin 
					result = 0;
					o_overflow_w = 0;
				end
	endcase
    o_data_w = result[DATA_W - 1 : 0];
    if(i_valid)	o_valid_w = 1'b1;
	else o_valid_w = 1'b0;
end
always@(*) begin
	if(i_valid)begin
	    i_data_a_r = {i_data_a[DATA_W - 1], i_data_a};
	    i_data_b_r = {i_data_b[DATA_W - 1], i_data_b};
	end
end
always@(posedge i_clk or negedge i_rst_n) begin
    if(!i_rst_n) begin
        o_data_r <= 0;
        o_overflow_r <= 0;
        o_valid_r <= 0;
    end else begin
        o_data_r <= o_data_w;
        o_overflow_r <= o_overflow_w;
        o_valid_r <= o_valid_w;
    end
end
endmodule
```

## run.sh

```bash
#!/bin/bash
# OpenROAD 26Q1-2900-gdf79404cd8, Yosys 0.63+post, stock flow scripts
make -C /OpenROAD-flow-scripts/flow DESIGN_CONFIG=/design/flow/config.mk WORK_HOME=/design/flow/orfs finish
```

## config.mk

```make
export PLATFORM = sky130hd
export DESIGN_NAME = alu
export DESIGN_NICKNAME = alu
export VERILOG_FILES = /design/flow/design.v
export SDC_FILE = /design/flow/constraint.sdc
export NUM_CORES = 4
export LEC_CHECK = 1
export CORE_UTILIZATION = 40
```

## constraint.sdc

```tcl
current_design alu

set clk_period 1.0
set clk_io_pct 0.2

create_clock -name clk0 -period $clk_period [get_ports {i_clk}]

set non_clock_inputs [all_inputs -no_clocks]
set_input_delay [expr $clk_period * $clk_io_pct] -clock clk0 $non_clock_inputs
set_output_delay [expr $clk_period * $clk_io_pct] -clock clk0 [all_outputs]
```

==> ci_impl_report.md <==
## Implementation flow summary

| Metric | Value |
|---|---|
| Status | `finished with violations` |
| Violations in the final reports | `setup timing` |
| Most common reg cell | `dlxtp_1` |
| Pwr Total | `6.19 mW` |
| Drt drc | `0` |
| Worst hold slack | `0.162 ns` |
| Root buffer cell | `clkbuf_8` |
| Vias per inst | `5.10` |
| DR pass1 iterations | `4` |
| Area fraction in mux cells | `2.01%` |
| Slew Viols, Final | `0` |
| RSZ-0062 raised after global routing | `true` |
| Clock transition at path regs | `0.04 ns` |
| Setup WS post-layout | `-0.109 ns` |
| Die Wd | `108 um` |
| Worst-path cell chain | `buf_8, buf_12, buf_4, nand2_4, nor2_1, a21oi_1, o221ai_1, o22a_1` |
| Fp_density | `41.2%` |
| Worst vdd ir | `0.778 mV` |
| Simple share | `14.6%` |
| Max cap viols | `0` |
| Share of post-route cells with drive strength above 1 | `13.8%` |
| Via count | `3,747` |
| Syn Inst Count | `539` |
| Max stage delay on crit path | `0.23 ns` |
| Cell Area, Synth | `4490 um2` |
| Number of unconstrained endpoints | `16` |
| WP buf/inv | `3` |
| Die Ht | `108 um` |
| Final Hold Vio Count | `0` |
| #FFs+latches synth | `26` |
| Worst Path Max Fanout | `6` |
| Post-layout util | `50.4%` |
| Critical path launch point type | `primary input` |
| Asr flop ratio synth | `38.5%` |
| Tool Warnings | `45` |
| Yosys Instances | `539` |
| Row Count | `38` |
| Synth Area in Adders | `40.0%` |
| Total gr overflow | `0` |
| Initial antenna violation count | `0` |
| Fin crit share | `111%` |
| Fin crit period | `1.11 ns` |
| DR iter-0 viols | `137` |
| First-pass GRT wire length | `19.3 mm` |
| CP arrival | `1.22 ns` |
| Register pins left without a clock | `16` |
| Total wire length | `11.4 mm` |
| Delay-heaviest family, CP | `AND-OR/OR-AND gates` |
| Ys Warns | `1` |
| CTS Buf Count | `3` |
| Yosys chip area | `4490 um2` |
| Hold_buf cts | `0` |
| Number of I/O pins | `32` |
| Htree depth | `1` |
| Pwr Density | `1130 nW/um2` |
| Netlist cell types | `61` |
| Vias in the first global route | `3,835` |
| GR Util All Layers | `22.3%` |
| Antenna Nets Post-Route | `0` |
| Yosys aoi share | `15.6%` |
| Max Root-Sink Buffers | `2` |
| # setup viols final | `7` |
| Dpl hpwl | `9.84 mm` |
| Largest net degree at the start of global routing | `17` |
| Routed length per instance | `15.5 um` |
| Data required, critical path | `1.11 ns` |
| Pleak | `2.68 nW` |
| GP Congestion | `0.905` |
| EDFF count, synth | `0` |
| Max Fclk | `0.902 GHz` |
| CTS tree | `built` |
| Crit path kind | `primary input to flop` |
| Post-Synth XOR/XNOR Area | `6.83%` |
| Worst Setup End Kind | `flop` |
| Hold Path Class | `primary input to async pin` |
| Slew margin rel. | `54.6%` |
| Place WS | `-0.820 ns` |
| Ant diodes | `0` |
| Buffers on Ports | `31` |
| CP max stage cell | `o22a_1` |
| Syn-to-layout area delta | `22.4%` |
| Number of fill cells in the layout | `1,012` |
| Synth area leader | `fa_1` |
| Core Footprint | `10,900 um2` |
| Die area | `11,700 um2` |
| Biggest area cells | `fa_1 25%, ha_1 15%, inv_1 8.6%, dfrtp_1 5.6%, dlxtp_1 5.4%` |
| Worst Tran Pin Value | `0.681 ns` |
| Area leader share | `25.0%` |
| Synth logic family | `adder cells` |
| Avg Inst Size Synth | `8.33 um2` |
-- power breakdown --
group | leakage, nW | switching (mW) | internal (mW)
Sequential | 0.247 | 0.0625 | 0.536
Clock | 0.0216 | 0.130 | 0.261
Combinational | 2.41 | 2.94 | 2.26
Total | 2.68 | 3.13 | 3.06
-- cells in the mapped netlist, types with 4 or more instances --
cell type / number
a211oi_1: 4
a21o_1: 9
a21oi_1: 20
a221oi_1: 4
a31oi_1: 4
buf_2: 5
clkbuf_1: 5
dfrtp_1: 10
dlxtp_1: 16
fa_1: 56
ha_1: 54
inv_1: 103
mux2i_1: 9
nand2_1: 41
nand3_1: 6
nand4_1: 4
nor2_1: 59
nor3_1: 9
nor4_1: 5
o21a_1: 6
o21ai_0: 12
o221ai_1: 4
xnor2_1: 20
xor2_1: 15
-- through the flow --
stage	std cells	setup TNS (ns)	instance area [um2]
floorplan	539	-0.904	4610
global placement	726	-6.90	5220
detailed placement	726	-6.89	5220
CTS	734	-0.452	5400
global route	734	-0.911	5490
finish	734	-0.421	5490
-- state kept, by name, summed over array words and instances, names as in the netlist --
name,cells
i_data_a_r,8
i_data_b_r,8
o_data_r,8
o_overflow_r,1
o_valid_r,1
-- worst max-delay path by stage --
stage / startpoint / end / slack (ns) / cells past startpoint
CTS: i_inst[0] / o_data_r[6] / -0.1 / 7
global route: i_inst[0] / o_data_r[1] / -0.17 / 8
finish: i_inst[0] / o_data_r[2] / -0.11 / 8
-- cells in the final DEF (no fill, tap or decap), types with 4 or more instances in the layout --
cell type,count
clkdlybuf4s50_1,18
a211oi_1,4
a21o_1,9
a31oi_1,4
a21oi_1,16
clkdlybuf4s15_1,9
xnor2_1,20
xor2_1,15
nor4_1,4
nand3_1,4
o21a_1,6
nand2_1,37
ha_1,54
a21oi_2,5
dlxtp_1,16
nand4_1,4
nor3_1,8
dfrtp_1,10
mux2i_1,9
o21ai_1,5
nor2_1,54
o21ai_0,8
buf_4,26
fa_1,56
inv_1,101
-- layout make-up --
type                       instances  area [um2]  area share [%]
inverter                         107         422            7.68
clock buffer                       3        41.3           0.752
tap                              140         175            3.19
sequential                        26         490            8.93
timing repair buffer              63         622            11.3
multi-input combinational        395        3740            68.1
-- cell families after synthesis --
group	after synthesis
latches	16
AND/OR/NAND/NOR	145
flip-flops	10
multiplexers	9
adder cells (fa/ha/maj)	110
AND-OR/OR-AND	96
XOR/XNOR	35
buffers and inverters	118
-- per-layer routing --
metal	global-route usage, %	part of all wire (%)	up-vias
li1	-	-	1885
met1	33.5	47	1763
met2	35.8	47	91
met3	3.13	4.8	8
met4	3.82	1.6	0
met5	0	0	-
-- what timing repair did --
action | in CTS | in global routing
pin swaps | 13 | 12
gates cloned | 1 | 0
endpoints found under the setup margin | 19 | 10
resized | 61 | 21
buffers inserted | 4 | 0
No activity file was given, so power comes from the tool's default toggle rates.
